==> flow/design.v <==
module EA (
input [9:0] hsync,
input [9:0] vsync,
output reg [23:0] rgb );
reg [0:159] sprite [0:47];
always @(*) begin 
sprite[0] =  160'b0000000000000000000000000000000000000000000000000000000000000000000000000000000000000000000000000000000000000000000000000000000000000000000000000000000000000000;
sprite[1] =  160'b0000000000000000000000000000000000000000000000000000000000000000000000000000000000000000000000000000000000000000000000000000000000000000000000000000000000000000;
sprite[2] =  160'b0000000000000000000000000000000000000000000000000000000000000000000001111111100000111000000000000000000000000000000000000000000000000000000000000000000000000000;
sprite[3] =  160'b0000000000000000000000000000000000000000000000000000000000000000000001100000000000111000000000000000000000000000000000000000000000000000000000000000000000000000;
sprite[4] =  160'b0000000000000000000000000000000000000000000000000000000000000000000001100000000001111100000000000000000000000000000000000000000000000000000000000000000000000000;
sprite[5] =  160'b0000000000000000000000000000000000000000000000000000000000000000000001100000000001101100000000000000000000000000000000000000000000000000000000000000000000000000;
sprite[6] =  160'b0000000000000000000000000000000000000000000000000000000000000000000001100000000001101110000000000000000000000000000000000000000000000000000000000000000000000000;
sprite[7] =  160'b0000000000000000000000000000000000000000000000000000000000000000000001111111000011000110000000000000000000000000000000000000000000000000000000000000000000000000;
sprite[8] =  160'b0000000000000000000000000000000000000000000000000000000000000000000001111111000011000110000000000000000000000000000000000000000000000000000000000000000000000000;
sprite[9] =  160'b0000000000000000000000000000000000000000000000000000000000000000000001100000000011000111000000000000000000000000000000000000000000000000000000000000000000000000;
sprite[10] =  160'b0000000000000000000000000000000000000000000000000000000000000000000001100000000111111111000000000000000000000000000000000000000000000000000000000000000000000000;
sprite[11] =  160'b0000000000000000000000000000000000000000000000000000000000000000000001100000000111111111000000000000000000000000000000000000000000000000000000000000000000000000;
sprite[12] =  160'b0000000000000000000000000000000000000000000000000000000000000000000001100000000100000001100000000000000000000000000000000000000000000000000000000000000000000000;
sprite[13] =  160'b0000000000000000000000000000000000000000000000000000000000000000000001100000001100000001100000000000000000000000000000000000000000000000000000000000000000000000;
sprite[14] =  160'b0000000000000000000000000000000000000000000000000000000000000000000001111111101100000001100000000000000000000000000000000000000000000000000000000000000000000000;
sprite[15] =  160'b0000000000000000000000000000000000000000000000000000000000000000000000000000000000000000000000000000000000000000000000000000000000000000000000000000000000000000;
sprite[16] =  160'b0000000000000000000000000000000000000000000000000000000000000000000000000000000000000000000000000000000000000000000000000000000000000000000000000000000000000000;
sprite[17] =  160'b0000000000000000000000000000000000000000000000000000000000000000000000000000000000000000000000000000000000000000000000000000000000000000000000000000000000000000;
sprite[18] =  160'b0000000000000000000000000000000000000000000000000000000000000000000000000000000000000000000000000000000000000000000000000000000000000000000000000000000000000000;
sprite[19] =  160'b0000000000000000000000000000000000000000000000000000000000000000000000000000000000000000000000000000000000000000000000000000000000000000000000000000000000000000;
sprite[20] =  160'b0000000000000000000000000000000000000000000000000000000000000000000000000000000000000000000000000000000000000000000000000000000000000000000000000000000000000000;
sprite[21] =  160'b0000000000000000000000000000000000000000000000000000000000000000000000000000000000000000000000000000000000000000000000000000000000000000000000000000000000000000;
sprite[22] =  160'b0000000000000000000000000000000000000000000000000000000000000000000000000000000000000000000000000000000000000000000000000000000000000000000000000000000000000000;
sprite[23] =  160'b0000000000000000000000000000000000000000000000000000000000000000000000000000000000000000000000000000000000000000000000000000000000000000000000000000000000000000;
sprite[24] =  160'b0000000000000000000000000000000000000000000000000000000000000000000000000000000000000000000000000000000000000000000000000000000000000000000000000000000000000000;
sprite[25] =  160'b0000000000000000000000000000000000000000000000000000000000000000000000000000000000000000000000000000000000000000000000000000000000000000000000000000000000000000;
sprite[26] =  160'b0000000000000000000000000000000000000000000000000000000000000000000000000000000000000000000000000000000000000000000000000000000000000000000000000000000000000000;
sprite[27] =  160'b0000000000001100000000000000110000000000000000000000110001100000000000000001100000000000000000000000000110000000000000000000000000000001100000000000000000000000;
sprite[28] =  160'b0011111111001100000000000000110000000000000000000000110001100000000000000001100000000000111000000000000110000000000000000000000000000001100000000000000000000000;
sprite[29] =  160'b0011000000001100000000000000110000000011000000000000000001100000000000000000000000000000111000000000000110000000000000000000000000000001100000000000000000000000;
sprite[30] =  160'b0011000000001100000000000000110000000011000000000000000001100000000000000000000000000001111000000000000110000000000000000000000000000001100000000000000000000000;
sprite[31] =  160'b0011000000001100000011100000110001101111110001001100110001100011000011110001100000000001101100000001110110000011110000110011000011000001100000111100001100110000;
sprite[32] =  160'b0011000000001100001111111000110011101111110001111100110001100111000111111001100000000011001100000111111110001111111000111111111111110001100011111110001111110000;
sprite[33] =  160'b0011111110001100011000011000110111000011000001100000110001101110001100001001100000000011000100000110001110001000011000111000111000110001100010000110001110000000;
sprite[34] =  160'b0011111110001100011000001100111110000011000001100000110001111100001100000001100000000011000110000100000110000000001000110000110000110001100000000011001100000000;
sprite[35] =  160'b0011000000001100011111111100111100000011000001000000110001111000001000000001100000000110000110001100000110000011111000110000110000110001100000111111001100000000;
sprite[36] =  160'b0011000000001100011111111000111100000011000001000000110001111000001000000001100000000111111110001100000110001111111000110000110000110001100001111111001100000000;
sprite[37] =  160'b0011000000001100011000000000110110000011000001000000110001101100001000000001100000000111111111001100000110001100001000110000110000110001100011000011001100000000;
sprite[38] =  160'b0011000000001100011000000000110011000011000001000000110001100110001100000001100000001100000011000110000110001000001000110000110000110001100011000011001100000000;
sprite[39] =  160'b0011000000001100001100001000110011100011000001000000110001100111001110011001100000001100000001100111001110001100111000110000110000110001100011001111001100000000;
sprite[40] =  160'b0011111111001100000111111000110001110011110001000000110001100011100111110001100000011100000001100011111110001111101000110000110000110001100001111011001100000000;
sprite[41] =  160'b0000000000000000000000000000000000000000000000000000000000000000000001000000000000000000000000000000000000000000000000000000000000000000000000000000000000000000;
sprite[42] =  160'b0000000000000000000000000000000000000000000000000000000000000000000001100000000000000000000000000000000000000000000000000000000000000000000000000000000000000000;
sprite[43] =  160'b0000000000000000000000000000000000000000000000000000000000000000000111100000000000000000000000000000000000000000000000000000000000000000000000000000000000000000;
sprite[44] =  160'b0000000000000000000000000000000000000000000000000000000000000000000111000000000000000000000000000000000000000000000000000000000000000000000000000000000000000000;
sprite[45] =  160'b0000000000000000000000000000000000000000000000000000000000000000000000000000000000000000000000000000000000000000000000000000000000000000000000000000000000000000;
sprite[46] =  160'b0000000000000000000000000000000000000000000000000000000000000000000000000000000000000000000000000000000000000000000000000000000000000000000000000000000000000000;
sprite[47] =  160'b0000000000000000000000000000000000000000000000000000000000000000000000000000000000000000000000000000000000000000000000000000000000000000000000000000000000000000;
end
wire signed [9:0] x_rel, y_rel;
assign x_rel = hsync - 560;
assign y_rel = vsync - 44;
    always @(*) begin
        if (x_rel >= -80 && x_rel < 80 && y_rel >= -24 && y_rel < 24) begin
            if (sprite[y_rel + 24][x_rel + 80]) begin
                rgb = 24'hFFFF00;
				end
				else begin 
				rgb = 24'h000000;
				end
			end
			else begin
			rgb =24'h000000;
		end
    end
endmodule
==> flow/run.sh <==
#!/bin/bash
# OpenROAD 26Q1-2900-gdf79404cd8, Yosys 0.63+post, stock flow scripts
make -C /OpenROAD-flow-scripts/flow DESIGN_CONFIG=/design/flow/config.mk WORK_HOME=/design/flow/orfs finish
==> flow/config.mk <==
export PLATFORM = sky130hd
export DESIGN_NAME = EA
export DESIGN_NICKNAME = EA
export VERILOG_FILES = /design/flow/design.v
export SDC_FILE = /design/flow/constraint.sdc
export NUM_CORES = 4
export LEC_CHECK = 1
export CORE_UTILIZATION = 40
==> flow/constraint.sdc <==
current_design EA

set clk_period 5.6
set clk_io_pct 0.2

create_clock -name clk0 -period $clk_period

set non_clock_inputs [all_inputs -no_clocks]
set_input_delay [expr $clk_period * $clk_io_pct] -clock clk0 $non_clock_inputs
set_output_delay [expr $clk_period * $clk_io_pct] -clock clk0 [all_outputs]
==> flow_summary.toml <==
# synthesis and place-and-route metrics
[sta]
finalMaxSlewViolations = 0
hold_ws_ps = 3310
fmax_mhz = 176
fin_crit_ps = 5700
relSlewSlack = 0.488
rsz0062_at_grt = "yes"
fin_ws_ps = -95.7
setup_violations = 14
finalClockPeriodUsage = 1.02
finalHoldViolCount = 0
max_slew.worst_pin.slew_ps = 749

[setup_path]
critPathKind = "primary input to output port"
crit_path_frequent_cell = "buf_6"
max_stage_delay_ps = 400
arrival_ps = 4580
path_max_fanout = 7
path_cells = "buf_8, ha_4, xor2_4, ha_4, xnor2_4, xor2_4, buf_6, a222oi_1, buf_4, o211ai_2, a2111o_1, a2111oi_4, o221ai_2, a311oi_2, buf_4, a221o_2, buf_6, buf_6"
critical_path_required_ps = 4480
worstSetupEndpointType = "output port"
slowest_stage = "a2111o_1"
startpoint_type = "primary input"

[synthesis]
ys_seq_share = 0
synth_cells = 426
top_area_frac = 0.0777
synth_area_sq_mm = 0.00258
top_cell = "nor2_1"
syn_area_per_cell_sq_um = 6.05
yosysWarningCount = 2
synthTopCellsByArea = "o21ai_0 7.8%, buf_4 7.0%, a21oi_1 6.6%"
yosys_cells = 426
ys_area_sq_mm = 0.00258
synthDistinctLibCells = 66
yosysTopAreaCell = "o21ai_0"
synthTopCellsByCount = "45 x nor2_1, 40 x o21ai_0, 35 x clkbuf_1"

[die]
ios = 44
rows = 28
fp.dieH_um = 82.3
floorplanUtilization = 0.425
core_sq_mm = 0.00606
die_width_um = 82.3
dieArea_sq_mm = 0.00677

[run]
max-cap-violations = 0
warnings = 39

[finish]
seq_cells = 0
seqCellArea_sq_um = 0
area_delta_synth_final_pct = 53.7
drive_gt1_frac = 0.346
num-clock-buffers = 0
fill_cells = 545

[placed_design]
portBuffers = 36
dpl.hpwl_mm = 8.46
post-place-ws_ps = -1140
place.gp.congestion = 1.01

[grt]
grt_antenna_before_repair = 0
grt_pass1_wl_mm = 17.7
grt_max_degree = 21
grt_overflow = 0
grt_usage = 0.350
grt_pass1_vias = 3369

[routing]
drc = 0
drt_iter0_markers = 431
n_antenna_cell = 0
drtAntennaViolNets = 0
viasPerCell = 6.32
wire_per_inst_um = 18.8
vias = 3891
drt-total-wl_mm = 11.6
drt_pass1_iterations = 5

[min_path]
worstHoldPathType = "primary input to output port"

[clock_network]
ctsHoldBuffers = 0

[status]
outcome = "finished with violations"
violations = "negative setup slack"

[power]
p_leak_nw = 1.66
p_per_area_mw_per_mm2 = 118
ir_worst_vdd_uv = 74.8
==> timing repair <==
| item | in CTS | in global routing |
|---|---|---|
| endpoints found under the setup margin | 16 | 16 |
| resized | 73 | 42 |
| pin swaps | 15 | 17 |
| gates cloned | 2 | 1 |
| buffers inserted | 12 | 6 |
==> report_power, final <==
group	internal [mW]	switching [mW]	total [mW]
Combinational	0.223	0.245	0.468
Sequential	0	0	0
Clock	0	0	0
==> worst paths after layout <==
check,startpoint,endpoint,slack [ps],cells past startpoint
worst max-delay path,vsync[2],rgb[18],-100,18
worst min-delay path,hsync[4],rgb[17],3310,7
==> through the flow <==
stage | area, sq um | cells | power [mW] | setup TNS [ps] | util
floorplan | 2600 | 433 | 0.207 | 0 | -
global placement | 3590 | 595 | 0.395 | -14440 | 0.593
detailed placement | 3590 | 595 | 0.392 | -18100 | 0.593
CTS | 3750 | 609 | 0.421 | -482 | 0.618
global route | 3960 | 616 | 0.498 | -2690 | 0.653
finish | 3960 | 616 | 0.468 | -1020 | 0.653
==> final cells by class <==
| type | instances | area, sq um | share of cell area |
|---|---|---|---|
| multi-input cells | 360 | 2450 | 0.618 |
| repair buffers | 169 | 1370 | 0.346 |
| well taps | 75 | 93.8 | 0.0237 |
| inverters | 12 | 50.0 | 0.0126 |
==> placed cells by master (no fill, tap or decap), drive strengths merged, types with 4 or more instances in the layout <==
cell type / n
a2111oi: 6
a211oi: 11
a21o: 6
a21oi: 34
a221o: 4
a311oi: 4
a31oi: 11
and2: 7
buf: 145
clkbuf: 5
clkdlybuf4s50: 15
conb: 8
ha: 8
inv: 12
mux2i: 6
nand2: 35
nand2b: 4
nand3: 11
nand4: 4
nor2: 45
nor2b: 8
nor3: 13
nor4: 9
o211ai: 8
o21ai: 40
o21bai: 4
o31ai: 6
xnor2: 9
==> critical path, delay by kind of cell <==
family | cells | cell delay [ps]
buf+inv | 6 | 850
xor+xnor | 3 | 520
fa+ha+maj | 2 | 360
compound gates | 7 | 1720
==> layer usage <==
metal  track usage  vias to the layer above  share of wire
li1              -                     1825              -
met1         0.513                     1772           0.44
met2         0.531                      257           0.43
met3        0.0658                       37           0.11
met4        0.0719                        0          0.026
met5             0                        -              0
==> cells by family (layout without fill, tap and decap cells) <==
family	after synthesis	count (layout)	synth area share
mux	8	8	0.0321
other cells	1	8	0.00146
fa+ha+maj	9	9	0.0427
simple gates	156	156	0.301
xor+xnor	12	12	0.0408
buf+inv	74	181	0.144
compound gates	166	167	0.439
Power and IR drop assume default switching activity.
