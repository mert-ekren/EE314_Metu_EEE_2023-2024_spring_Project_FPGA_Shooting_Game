===== /design/flow/config.mk =====
export PLATFORM = sky130hd
export DESIGN_NAME = score_name
export DESIGN_NICKNAME = score_name
export VERILOG_FILES = /design/flow/design.v
export SDC_FILE = /design/flow/constraint.sdc
export NUM_CORES = 4
export LEC_CHECK = 1
export CORE_AREA = 10 10 82 82
export DIE_AREA = 0 0 92 92

===== /design/flow/constraint.sdc =====
current_design score_name

set clk_period 9.7
set clk_io_pct 0.2

create_clock -name clk0 -period $clk_period

set non_clock_inputs [all_inputs -no_clocks]
set_input_delay [expr $clk_period * $clk_io_pct] -clock clk0 $non_clock_inputs
set_output_delay [expr $clk_period * $clk_io_pct] -clock clk0 [all_outputs]

===== /design/flow/design.v =====
module score_name(
input [9:0] hsync,
input [9:0] vsync,
output reg [23:0] rgb );
reg [0:159] sprite [0:39];
always @(*) begin
sprite[0] =  160'b0000000000000000000000000000000000000000000000000000000000000000000000000000000000000000000000000000000000000000000000000000000000000000000000000000000000000000;
sprite[1] =  160'b0000000000000000000000000000000000000000000000000000000000000000000000000000000000000000000000000000000000000000000000000000000000000000000000000000000000000000;
sprite[2] =  160'b0000000000000000000000000000000000000000000000000000000000000000000000000000000000000000000000000000000000000000000000000000000000000000000000000000000000000000;
sprite[3] =  160'b0000000000000000000000000000000000000000000000000000000000000000000000000000000000000000000000000000000000000000000000000000000000000000000000000000000000000000;
sprite[4] =  160'b0000000000000000000000000000000000000000000000000000000000000000000000000000000000000000000000000000000000000000000000000000000000000000000000000000000000000000;
sprite[5] =  160'b0000000000000000000000000000000000000000000000000000000000000000000000000000000000000000000000000000000000000000000000000000000000000000000000000000000000000000;
sprite[6] =  160'b0000000000000000000000000000000000000000000000000000000000000000000000000000000000000000000000000000000000000000000000000000000000000000000000000000000000000000;
sprite[7] =  160'b0000000000000000000000000000000000000000000000000000000000000000000000000000000000000000000000000000000000000000000000000000000000000000000000000000000000000000;
sprite[8] =  160'b0000000000000000000000000000000000000000000000000000000000000000000000000000000000000000000000000000000000000000000000000000000000000000000000000000000000000000;
sprite[9] =  160'b0000000000000000000000000000000000000000000000000000000000000000000000000000000000000000000000000000000000000000000000000000000000000000000000000000000000000000;
sprite[10] =  160'b0000000000000000000000000000000000000000000000000000000000000000000000000000000000000000000000000000000000000000000000000000000000000000000000000000000000000000;
sprite[11] =  160'b0000000000000000000000000000000000000000000000000000000000000000000000000000000000000000000000000000000000000000000000000000000000000000000000000000000000000000;
sprite[12] =  160'b0000000000000000000000000000000000000000000000000000000000000000000000000000000000000000000000000000000000000000000000000000000000000000000000000000000000000000;
sprite[13] =  160'b0000000000000000000000000000000000000000000000000000001111110000000000000000000000000000000000000000000000000000000000000000000000000000000000000000000000000000;
sprite[14] =  160'b0000000000000000000000000000000000000000000000000000001100011000000000000000000000000000000000000000000000000000000000000000000000000000000000000000000000000000;
sprite[15] =  160'b0000000000000000000000000000000000000000000000000000011000000000000000000000000000000000000000000000000000000000000000000000000000000000000000000000000000000000;
sprite[16] =  160'b0000000000000000000000000000000000000000000000000000011000000000011110000011110000011011100001110000000000110000000000000000000000000000000000000000000000000000;
sprite[17] =  160'b0000000000000000000000000000000000000000000000000000011100000000111111000111111100011111100111111100000000110000000000000000000000000000000000000000000000000000;
sprite[18] =  160'b0000000000000000000000000000000000000000000000000000001111000001110001001100001100011100000100001100000000110000000000000000000000000000000000000000000000000000;
sprite[19] =  160'b0000000000000000000000000000000000000000000000000000000111110001100000001100000110011000001100000110000000000000000000000000000000000000000000000000000000000000;
sprite[20] =  160'b0000000000000000000000000000000000000000000000000000000001111001100000001000000110011000001111111110000000000000000000000000000000000000000000000000000000000000;
sprite[21] =  160'b0000000000000000000000000000000000000000000000000000000000011001100000001000000110011000001111111100000000000000000000000000000000000000000000000000000000000000;
sprite[22] =  160'b0000000000000000000000000000000000000000000000000000000000011001100000001000000110011000001100000000000000000000000000000000000000000000000000000000000000000000;
sprite[23] =  160'b0000000000000000000000000000000000000000000000000000000000011001100000001100000110011000001100000000000000000000000000000000000000000000000000000000000000000000;
sprite[24] =  160'b0000000000000000000000000000000000000000000000000000011000111000110011001110011100011000000110000100000000110000000000000000000000000000000000000000000000000000;
sprite[25] =  160'b0000000000000000000000000000000000000000000000000000011111110000111111000111111000011000000011111100000000110000000000000000000000000000000000000000000000000000;
sprite[26] =  160'b0000000000000000000000000000000000000000000000000000000000000000000000000000000000000000000000000000000000000000000000000000000000000000000000000000000000000000;
sprite[27] =  160'b0000000000000000000000000000000000000000000000000000000000000000000000000000000000000000000000000000000000000000000000000000000000000000000000000000000000000000;
sprite[28] =  160'b0000000000000000000000000000000000000000000000000000000000000000000000000000000000000000000000000000000000000000000000000000000000000000000000000000000000000000;
sprite[29] =  160'b0000000000000000000000000000000000000000000000000000000000000000000000000000000000000000000000000000000000000000000000000000000000000000000000000000000000000000;
sprite[30] =  160'b0000000000000000000000000000000000000000000000000000000000000000000000000000000000000000000000000000000000000000000000000000000000000000000000000000000000000000;
sprite[31] =  160'b0000000000000000000000000000000000000000000000000000000000000000000000000000000000000000000000000000000000000000000000000000000000000000000000000000000000000000;
sprite[32] =  160'b0000000000000000000000000000000000000000000000000000000000000000000000000000000000000000000000000000000000000000000000000000000000000000000000000000000000000000;
sprite[33] =  160'b0000000000000000000000000000000000000000000000000000000000000000000000000000000000000000000000000000000000000000000000000000000000000000000000000000000000000000;
sprite[34] =  160'b0000000000000000000000000000000000000000000000000000000000000000000000000000000000000000000000000000000000000000000000000000000000000000000000000000000000000000;
sprite[35] =  160'b0000000000000000000000000000000000000000000000000000000000000000000000000000000000000000000000000000000000000000000000000000000000000000000000000000000000000000;
sprite[36] =  160'b0000000000000000000000000000000000000000000000000000000000000000000000000000000000000000000000000000000000000000000000000000000000000000000000000000000000000000;
sprite[37] =  160'b0000000000000000000000000000000000000000000000000000000000000000000000000000000000000000000000000000000000000000000000000000000000000000000000000000000000000000;
sprite[38] =  160'b0000000000000000000000000000000000000000000000000000000000000000000000000000000000000000000000000000000000000000000000000000000000000000000000000000000000000000;
sprite[39] =  160'b0000000000000000000000000000000000000000000000000000000000000000000000000000000000000000000000000000000000000000000000000000000000000000000000000000000000000000;
end
wire signed [9:0] x_rel, y_rel;
assign x_rel = hsync - 560;
assign y_rel = vsync - 130;
    always @(*) begin
        if (x_rel >= -80 && x_rel < 80 && y_rel >= -20 && y_rel < 20) begin
            if (sprite[y_rel + 20][x_rel + 80]) begin
                rgb = 24'hFFFF00;
				end
				else begin 
				rgb = 24'h000000;
				end
			end
			else begin
			rgb =24'h000000;
		end
    end
endmodule

===== /design/flow/run.sh =====
#!/bin/bash
# OpenROAD 26Q1-2900-gdf79404cd8, Yosys 0.63+post, stock flow scripts
make -C /OpenROAD-flow-scripts/flow DESIGN_CONFIG=/design/flow/config.mk WORK_HOME=/design/flow/orfs finish

==> results.txt <==
yosys + openroad results -> first-pass GRT wire length 9400 um, post-route ant nets 0, hold buffers post-CTS 0, pin count of the biggest net entering global routing 29, area occupied by registers 0 um^2, post_cts resized 0, drt first pass iters 5, Dominant cell area share between 10% and 20%, max_slew headroom 50.2%, Worst EP required roughly 7800 ps, Max Freq 0.123 GHz, ys cells 277, synthesized area 1750 um^2, Post-DP Area 1960 um^2, vias in the first global route 1956, share of cells above drive strength 1 6.14%, Yosys chip area ~1700 um^2, CP arrival 6190 ps, routed vias/inst 5.88, worst-path fanout max 28, Placer Congestion 0.945, OpenROAD warning count 33, Max VDD drop about 26 uV, Post-CTS Repair Setup Buffers 0, fin util about two fifths, core area 5070 um^2, Die Span X between 90 and 100 um, 1st-iter DRT viols 241, crit path from vsync[1], Final Slew Violations 0, PortBufs 36, WL/cell 15.8 um, Final Non-Filler Cells 347, Crit Path Class primary input to output pin, post-synthesis area per instance 6.31 um^2, final setup vio count 0, I/O pin cnt about 44, Hold WC Path Type primary input to output pin, slowest CP cell ha_1, antenna violations before repair 0, clkbuf count 0, Synth Warn # 2, CP top delay family AND-OR/OR-AND gates, crit-path max cell delay 860 ps, Layout area overhead 12.2%, post-layout period usage 83.8%, chip area 8460 um^2, Final Hold Vio Count 0, cell type with the largest total area buf_4, Slew @ Worst Pin 747 ps, number of cell rows 26, floorplan core density about a third, Ant. Diodes 0, placed instance count between 300 and 400, WL final about 5500 um, CP Capture Point rgb[12], DRC errors left 0, RSZ-0062 raised after global routing no, fillers 589, top cells, area buf_4 10%, o21ai_0 6.3%, a21oi_1 5.7%, nor2_1 4.9%, nand2_1 3.9%, final setup TNS 0 ps, Congestion Overflow GR 0, Cell Chain, Critical Path clkdlybuf4s50_1 > buf_4 > clkinv_1 > ha_1 > nor2_1 > a311o_1 > a22oi_1 > a21oi_1 > o22ai_1 > a22oi_1 > a221oi_2 > a41o_1 > clkdlybuf4s50_1, Die Span Y just over 90 um, Synth Instances approximately 280, Period minus WS final 8130 ps, seq_cells 0, status completed, Cell Pwr Density slightly below 40 nW/um^2, post-route cell area 1960 um^2, Bufs and invs on worst path 4, Detail Placement HPWL 4190 um, max cap viols 0, Worst Setup End Kind output pin, leak pwr approximately 0.7 nW, CP Depth 13, startpoint type of the worst setup path primary input, GRT Total Usage 12.6%, count of different cell masters after synthesis ~64, register area share after synthesis 0%, DR vias between 2k and 2.5k
## metrics by stage
step | total power [mW] | setup slack, ps | hold WS, ps
2_1_floorplan | 0.0556 | 3260 | 4440
4_1_cts | 0.0755 | 1570 | 5580
6_report | 0.0765 | 1570 | 5550
3_5_place_dp | 0.0752 | 1560 | 5580
5_1_grt | 0.0850 | 1160 | 5670
3_3_place_gp | 0.0768 | 1610 | 5560
## area by class of cell
type	instances	area (um^2)	area share, %
inverter	8	30.0	1.53
multi-input combinational	231	1470	74.9
tap	70	87.6	4.46
timing repair buffer	38	375	19.1
## per-layer routing
layer  track usage (%)  vias up  routed length, um
met5                 0        -                  0
met4              4.11        0                187
met3             0.741       23                326
met2              20.1      103               2510
met1              17.7      899               2470
li1                  -     1016                  -
## cells by family after synthesis
family                   Yosys count  share of synthesized area [%]
buffers and inverters             53                           17.5
AND-OR/OR-AND                    103                           40.8
XOR/XNOR                           9                           4.51
adder cells (fa/ha/maj)            3                           2.15
multiplexers                       2                           1.22
other                              1                          0.214
AND/OR/NAND/NOR                  106                           33.6
## where the power goes
part | total (mW) | internal, mW | switching, mW
clock | 0 | 0 | 0
sequential | 0 | 0 | 0
combinational | 0.0765 | 0.0303 | 0.0462
## synthesized netlist by cell type (all sizes together) (3+ instances only)
| cell type | number |
|---|---|
| nor3 | 3 |
| xor2 | 5 |
| clkbuf | 13 |
| or2 | 4 |
| nor2b | 8 |
| a21o | 5 |
| a22oi | 3 |
| ha | 3 |
| a21boi | 3 |
| or4 | 3 |
| a2111oi | 3 |
| xnor2 | 4 |
| o31ai | 3 |
| buf | 32 |
| inv | 7 |
| o21bai | 4 |
| nand4 | 4 |
| o21ai | 25 |
| nand2b | 6 |
| a31oi | 3 |
| nor4 | 8 |
| a211oi | 7 |
| o211ai | 4 |
| or3 | 6 |
| and3 | 3 |
| nand2 | 18 |
| a21oi | 21 |
| nand3 | 10 |
| nor2 | 24 |
## layout by cell type, fill, tap and decap left out, types with 2 or more instances in the layout
cell type and instances:
a32oi_1 2, conb_1 8, a311o_1 2, nor3b_1 2
a21oi_1 20, nand2b_1 6, or2_2 3, or4_1 2
a2111oi_0 3, o21ai_0 22, o21ai_1 3, a21o_1 5
nor2b_1 8, o211ai_1 3, nand4_1 4, a22o_1 2
o22ai_1 2, buf_4 2, o21bai_1 4, ha_1 3
nor3_1 3, or3_1 6, nand4b_1 2, a31oi_1 2
a21boi_0 3, a41o_1 2, a211oi_1 7, a22oi_1 3
clkdlybuf4s50_1 36, xor2_1 5, o31ai_1 3, and3_1 3
nand3_1 10, nor4_1 8, nand2_1 18, o2111ai_1 2
inv_1 7, xnor2_1 4, nor2_1 23, a31o_2 2
## worst min-delay path by stage
stage / start / end / slack (ps) / depth (start not counted)
after CTS: hsync[4] / rgb[19] / 5580 / 5
after global routing: hsync[9] / rgb[18] / 5670 / 6
final: hsync[4] / rgb[19] / 5550 / 5
Power and IR drop assume default switching activity.
