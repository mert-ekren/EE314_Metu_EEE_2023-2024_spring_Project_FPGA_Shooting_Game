### design/flow/run.sh
#!/bin/bash
# OpenROAD 26Q1-2900-gdf79404cd8, Yosys 0.63+post, stock flow scripts
make -C /OpenROAD-flow-scripts/flow DESIGN_CONFIG=/design/flow/config.mk WORK_HOME=/design/flow/orfs finish
### design/flow/config.mk
export PLATFORM = sky130hd
export DESIGN_NAME = shooting_name
export DESIGN_NICKNAME = shooting_name
export VERILOG_FILES = /design/flow/design.v
export SDC_FILE = /design/flow/constraint.sdc
export NUM_CORES = 4
export LEC_CHECK = 1
export CORE_UTILIZATION = 30
### design/flow/constraint.sdc
current_design shooting_name

set clk_period 6.2
set clk_io_pct 0.2

create_clock -name clk0 -period $clk_period

set non_clock_inputs [all_inputs -no_clocks]
set_input_delay [expr $clk_period * $clk_io_pct] -clock clk0 $non_clock_inputs
set_output_delay [expr $clk_period * $clk_io_pct] -clock clk0 [all_outputs]
### design/flow/design.v
module shooting_name(
input [9:0] hsync,
input [9:0] vsync,
output reg [23:0] rgb );
reg [0:159] sprite [0:39];
always @(*) begin
sprite[0] =  160'b0000000000000000000000000000000000000000000000000000000000000000000000000000000000000000000000000000000000000000000000000000000000000000000000000000000000000000;
sprite[1] =  160'b0000000000000000000000000000000000000000000000000000000000000000000000000000000000000000000000000000000000000000000000000000000000000000000000000000000000000000;
sprite[2] =  160'b0000000000000000000000000000000000000000000000000000000000000000000000000000000000000000000000000000000000000000000000000000000000000000000000000000000000000000;
sprite[3] =  160'b0000000000000000000000000000000000000000000000000000000000000000000000000000000000000000000000000000000000000000000000000000000000000000000000000000000000000000;
sprite[4] =  160'b0000000000000000000000000000000000000000000000000000000000000000000000000000000000000000000000000000000000000000000000000000000000000000000000000000000000000000;
sprite[5] =  160'b0000000000000000000000000000000000000000000000000000000000000000000000000000000000000000000000000000000000000000000000000000000000000000000000000000000000000000;
sprite[6] =  160'b0000000000000000000000000000000000000000000000000000000000000000000000000000000000000000000000000000000000000000000000000000000000000000000000000000000000000000;
sprite[7] =  160'b0000000000000000000000000000000000000000000000000000000000000000000000000000000000000000000000000000000000000000000000000000000000000000000000000000000000000000;
sprite[8] =  160'b0000000000000000000000000000000000000000000000000000000000000000000000000000000000000000000000000000000000000000000000000000000000000000000000000000000000000000;
sprite[9] =  160'b0000000000000000000000000000000000000000000000000000000000000000000000000000000000000000000000000000000000000000000000000000000000000000000000000000000000000000;
sprite[10] =  160'b0000000000000000000000000000000000000000000000000000000000000000000000000000000000000000000000000000000000000000000000000000000000000000000000000000000000000000;
sprite[11] =  160'b0000000000000000000000000000000000000000000000000000000000000000000000000000000000000000000000000000000000000000000000000000000000000000000000000000000000000000;
sprite[12] =  160'b0000000000000000000000011000000000000000000000000000000000000000000000011000000000000000000000000000000000000000000000000000000000000000000000000000000000000000;
sprite[13] =  160'b0001111110000000000000011000000000000000000000000000000000000000000000011000000011000001110000001100000000000000000000000000000000000000000000000000000000000000;
sprite[14] =  160'b0011100110000000000000011000000000000000000000001000000000000000000000011000000011000001110000011000000000000000000000000000000000000000000000000000000000000000;
sprite[15] =  160'b0011000000000000000000011000000000000000000000001000000000000000000000011000000011000001110000011000000000000000000000000000000000000000000000000000000000000000;
sprite[16] =  160'b0011000000000011110000011000001110000000111100111111000011110000000111011000000001100001011000011000011110000001111000001001110000000111100000110111100000110000;
sprite[17] =  160'b0011000000000111111000011000111111100001111110111111000111111000011111111000000001100011011000010000111111000011111100001011111000001111111000111111110000110000;
sprite[18] =  160'b0001110000001100001100011000100001100011000010001000001100001100011000111000000001100011011000110001100001100100000110001100001100011000011000111000110000110000;
sprite[19] =  160'b0000111100001000001100011001100000110011000000001000001100000100110000011000000000100011001000110001000001100000000110001100001100011000001100110000010000000000;
sprite[20] =  160'b0000001110011111111100011001111111110011000000001000001111111100110000011000000000110010001100110011111111100000111110001100001100110000001100110000010000000000;
sprite[21] =  160'b0000000011011111111100011001111111100011000000001000001111111100110000011000000000110110001101100011111111100011111110001100000100110000001100110000010000000000;
sprite[22] =  160'b0000000011011000000000011001100000000011000000001000001100000000110000011000000000110110001101100011000000000110000110001100001100110000001100110000010000000000;
sprite[23] =  160'b0000000011001100000000011001100000000011000000001000001100000000111000011000000000011110000111100001100000000110000110001100001100011000001100110000010000000000;
sprite[24] =  160'b0111001110001110000100011000110000100011100110001101000110000100011001111000000000011100000111000001110000100110001110001110011100011100111000110000010000110000;
sprite[25] =  160'b0011111100000111111100011000011111100001111110001111000111111100001111011000000000011100000111000000111111100011111110001111111000001111110000110000010000110000;
sprite[26] =  160'b0000000000000000000000000000000000000000000000000000000000000000000000000000000000000000000000000000000000000000000000001100000000000000000000000000000000000000;
sprite[27] =  160'b0000000000000000000000000000000000000000000000000000000000000000000000000000000000000000000000000000000000000000000000001100000000000000000000000000000000000000;
sprite[28] =  160'b0000000000000000000000000000000000000000000000000000000000000000000000000000000000000000000000000000000000000000000000001100000000000000000000000000000000000000;
sprite[29] =  160'b0000000000000000000000000000000000000000000000000000000000000000000000000000000000000000000000000000000000000000000000001000000000000000000000000000000000000000;
sprite[30] =  160'b0000000000000000000000000000000000000000000000000000000000000000000000000000000000000000000000000000000000000000000000000000000000000000000000000000000000000000;
sprite[31] =  160'b0000000000000000000000000000000000000000000000000000000000000000000000000000000000000000000000000000000000000000000000000000000000000000000000000000000000000000;
sprite[32] =  160'b0000000000000000000000000000000000000000000000000000000000000000000000000000000000000000000000000000000000000000000000000000000000000000000000000000000000000000;
sprite[33] =  160'b0000000000000000000000000000000000000000000000000000000000000000000000000000000000000000000000000000000000000000000000000000000000000000000000000000000000000000;
sprite[34] =  160'b0000000000000000000000000000000000000000000000000000000000000000000000000000000000000000000000000000000000000000000000000000000000000000000000000000000000000000;
sprite[35] =  160'b0000000000000000000000000000000000000000000000000000000000000000000000000000000000000000000000000000000000000000000000000000000000000000000000000000000000000000;
sprite[36] =  160'b0000000000000000000000000000000000000000000000000000000000000000000000000000000000000000000000000000000000000000000000000000000000000000000000000000000000000000;
sprite[37] =  160'b0000000000000000000000000000000000000000000000000000000000000000000000000000000000000000000000000000000000000000000000000000000000000000000000000000000000000000;
sprite[38] =  160'b0000000000000000000000000000000000000000000000000000000000000000000000000000000000000000000000000000000000000000000000000000000000000000000000000000000000000000;
sprite[39] =  160'b0000000000000000000000000000000000000000000000000000000000000000000000000000000000000000000000000000000000000000000000000000000000000000000000000000000000000000;
end
wire signed [9:0] x_rel, y_rel;
assign x_rel = hsync - 560;
assign y_rel = vsync - 390;
    always @(*) begin
        if (x_rel >= -80 && x_rel < 80 && y_rel >= -20 && y_rel < 20) begin
            if (sprite[y_rel + 20][x_rel + 80]) begin
                rgb = 24'hFFFF00;
				end
				else begin 
				rgb = 24'h000000;
				end
			end
			else begin
			rgb =24'h000000;
		end
    end
endmodule
==> flow_summary.ini <==
; physical design summary
[setup_path]
start_kind = primary input
critical_path_arrival_ps = 4770
path_class = primary input to output pin
cpMaxStageDelayCell = or4_4
end_kind = output pin
path_cells = clkdlybuf4s50_1 > buf_4 > ha_1 > or4_4 > o211ai_4 > xor2_4 > o21ai_2 > buf_12 > or2_4 > o311ai_2 > a31oi_2 > o41ai_2 > a32o_2 > buf_12 > clkdlybuf4s50_1
cp_max_fo = 16
crit_required_ps = 4960
cp_slowest_stage_delay_ps = 530

[synth]
syn-instance-count = 416
synth_top_cell_by_area = nor2_1
synth_seq_share_pct = 0
ys_chip_area_um2 = 2460
synthDominantCellAreaShare_pct = 7.61
avgSynthCellArea_um2 = 5.93
synth_area_um2 = 2460
area_leaders = nor2_1 (7.6%), o21ai_0 (7.5%), buf_4 (7.0%)
ys_warn_count = 2
synth_cell_types = 69
ys_cells = 416

[status]
status = completed

[min_path]
min_to = rgb[15]
hp-start = hsync[8]
whs_path_depth = 8
min_path_type = primary input to output pin

[detailed_routing]
antenna_left = 0
drc = 0
drt_iter0_drc = 517
vias = 3466
first_pass_iters = 6
wl_per_cell_um = 17.3
antenna_cells = 0
routed_wl_um = 9590
vias_per_cell = 6.27

[timing]
fmax_mhz = 166
setup-violations-final = 0
maxSlewViolCount = 0
tightest_slew_ps = 543
min_period_over_period_pct = 96.9
rsz0062_at_grt = false
hold_viol_final = 0
timing.slew.headroom_pct = 63.7
min_period_ps = 6010

[final_layout]
seq_cell_count = 0
drive_gt1_share_pct = 18.8
regArea_um2 = 0
final_common_cell = nor2_1
design_area_um2 = 3210
final_util_pct = 40.8
n_clock_buffer = 0
most-common-layout-cells = nor2_1 (48), buf_4 (47), nand2_1 (43)
syn2layout_area_growth_pct = 30.1

[place]
place_hpwl_um = 7100
place_area_um2 = 3060
finalWeightedCongestion = 1.03
port_buffers = 36

[pwr]
internal_power_uw = 99.5
clkPwrFrac_pct = 0
power_density_nw_per_um2 = 75.1
p_seq_share_pct = 0
swShare_pct = 58.7
max-vdd-ir-drop_mv = 0.0302
cellLeakagePower_nw = 1.12
switchingPower_uw = 141
p_total_uw = 241
p_comb_share_pct = 100.0

[die]
io-pin-count = 44
fp_util_pct = 31.4
dieArea_um2 = 8580
core_area_um2 = 7850
die_h_um = 92.6
die_x_um = 92.6
std_cell_rows = 32

[job]
warnings = 33
maxCapViolations = 0

[grt]
first_global_vias = 3059
grt_use_total_pct = 22.2
antenna_found_initial = 0
overflow = 0
grt_pass1_wl_um = 15400
grt_max_degree = 42

[clock_tree]
cts_hold_buf = 0
==> cells by family (layout without fill, tap and decap cells) <==
family	Yosys count	after routing	synth area share [%]
xor+xnor	13	13	5.38
other cells	1	8	0.152
simple gates	160	160	31.1
buf+inv	69	97	14.4
compound gates	169	169	47.1
fa+ha+maj	4	4	1.93
==> area by class of cell <==
| class | instances | area (um^2) |
|---|---|---|
| multi-input combinational | 354 | 2240 |
| inverter | 8 | 30.0 |
| tap | 102 | 128 |
| fill | 806 | 4640 |
| timing repair buffer | 89 | 810 |
==> what timing repair did <==
action	4_1_cts	5_1_grt
endpoints found under the setup margin	16	16
pin swaps	1	12
setup buffers	1	2
gates resized	3	27
==> through the flow <==
stage          hold WS [ps]  setup TNS (ps)  cells  setup WS [ps]
6_report               4020               0    553            192
5_1_grt                4070               0    553           8.48
4_1_cts                4000               0    551           11.1
3_5_place_dp           4070           -3920    550           -255
3_3_place_gp           4050           -3590    550           -226
2_1_floorplan          2970               0    423            864
==> critical path: cells and delay by family <==
| family | cells | cell delay (ps) |
|---|---|---|
| fa+ha+maj | 1 | 210 |
| buf+inv | 5 | 1340 |
| xor+xnor | 1 | 200 |
| simple gates | 2 | 790 |
| compound gates | 6 | 970 |
==> layer usage <==
| metal | routed length (um) | up-vias | track usage [%] |
|---|---|---|---|
| met2 | 4100 | 242 | 32.9 |
| met5 | 0 | - | 0 |
| li1 | - | 1609 | - |
| met1 | 4140 | 1563 | 32.4 |
| met3 | 944 | 52 | 2.67 |
| met4 | 411 | 0 | 9.23 |
==> cells in the mapped netlist (5+ instances only) <==
master	count
nor2_1	50
a22oi_1	7
a21oi_1	33
nor2b_1	5
inv_1	7
clkbuf_1	27
o21ai_0	37
nand4_1	5
nand3_1	13
o221ai_1	5
buf_4	23
buf_2	7
nand2b_1	8
nand2_1	44
o22ai_1	9
o211ai_1	11
a31oi_1	10
nor3_1	9
nor4_1	5
xnor2_1	9
==> how the worst max path moves through the flow <==
stage / cells past startpoint / to / slack, ps / from
6_report: 15 / rgb[21] / 190 / hsync[4]
5_1_grt: 15 / rgb[11] / 8 / vsync[1]
4_1_cts: 15 / rgb[21] / 10 / hsync[4]
==> power by group through the flow <==
stage         clock (mW)  sequential, mW  combinational, mW
CTS                    0               0              0.224
global route           0               0              0.260
finish                 0               0              0.241
No activity file was given, so power comes from the tool's default toggle rates.
